==> design.v <==
`timescale 1ns / 1ps
module ALU(
    ALUCtrl,a,b,zero,ALU_result
    );
    input [3:0] ALUCtrl;
    input [31:0] a, b;
    output zero;
    output [31:0] ALU_result;
    reg zero;
    reg [31:0] ALU_result;
    always @ (*)
    begin
        case (ALUCtrl)
            4'b0000:
            begin
                ALU_result <= (a & b);
                zero <= (a & b == 0) ? 1:0;
            end
            4'b0001:
            begin
                ALU_result <= (a | b);
                zero <= (a | b == 0) ? 1:0;
            end
            4'b0010:
            begin
                ALU_result <= a + b;
                zero <= (a + b == 0) ? 1:0;
            end
            4'b0110:
            begin
                ALU_result <= a - b;
                zero <= ( a == b) ? 1:0;
            end
            4'b0111:
            begin
                ALU_result <= (a < b) ? 1:0;
                zero <= (a < b) ? 0:1;
            end
            default:
            begin
                ALU_result <= a;
                zero <= (a == 0) ? 1:0;
            end
        endcase    
    end
endmodule
==> run.sh <==
#!/bin/bash
# OpenROAD 26Q1-2900-gdf79404cd8, Yosys 0.63+post, stock flow scripts
make -C /OpenROAD-flow-scripts/flow DESIGN_CONFIG=/design/flow/config.mk WORK_HOME=/design/flow/orfs finish
==> config.mk <==
export PLATFORM = sky130hd
export DESIGN_NAME = ALU
export DESIGN_NICKNAME = ALU
export VERILOG_FILES = /design/flow/design.v
export SDC_FILE = /design/flow/constraint.sdc
export NUM_CORES = 4
export LEC_CHECK = 1
export CORE_UTILIZATION = 30
==> constraint.sdc <==
current_design ALU

set clk_period 14.3
set clk_io_pct 0.2

create_clock -name clk0 -period $clk_period

set non_clock_inputs [all_inputs -no_clocks]
set_input_delay [expr $clk_period * $clk_io_pct] -clock clk0 $non_clock_inputs
set_output_delay [expr $clk_period * $clk_io_pct] -clock clk0 [all_outputs]
==> job_summary.md <==
## PnR job results

| Metric | Value |
|---|---|
| Status | finished with violations |
| Failing checks | design-rule violations |
| Core Area | approximately 18000 um^2 |
| WL final | between 20000 and 25000 um |
| Vert. Die Dim | 138 um |
| Global-route wire length before repair | 35000 um |
| ANT cells | 0 |
| Residual DRC | 26 |
| Top cell family by delay on the critical path | AND-OR/OR-AND gates |
| Slowest CP cell | clkdlybuf4s50_1 |
| Wl on met1 | 9910 um |
| Worst path depth | 13 |
| Synthesized area | around 5600 um^2 |
| Hpwl dp | 17900 um |
| IO Count | 101 |
| # rows | between 40 and 50 |
| Final hold violation count | 0 |
| Filler Cell Count | between 1500 and 2000 |
| Cell count after synthesis | a little under 900 |
| Avg Inst Size Synth | 6.42 um^2 |
| Finish-stage setup viols | 0 |
| Yosys chip area | around 5600 um^2 |
| Layout cells sized above 1 | 0.0270 |
| Worst-path maximum fanout | 7 |
| CP Data Required Time | 11.44 ns |
| Crit-path cells | clkdlybuf4s50_1 -> inv_1 -> ha_1 -> a211oi_1 -> o21ai_1 -> a211oi_1 -> o21ai_1 -> a21oi_1 -> mux2_2 -> or4_1 -> a2111oi_2 -> a41o_1 -> clkdlybuf4s50_1 |
| Post-layout period usage | 0.718 |
| Worst setup SP type | primary input |
| CTS Hold Bufs | 0 |
| Relative slew slack | 0.454 |
| Met2 WL | 10400 um |
| Crit path kind | in2out |
| FMAX | 0.0974 GHz |
| Initial antenna violation count | 0 |
| GRT Residual Overflow | 0 |
| Log Warnings | approximately 96 |
| Seq cells | 0 |
| Unique cell types | 66 |
| CP arrival | between 7 and 8 ns |
| Cell total after placement | between 1000 and 1500 |
| Wirelength per Cell | just under 20 um |
| CP peak stage delay | about 0.67 ns |
| Finished Layout Cells | around 1200 |
| Cts repair resizes | 0 |
| Post-route ant nets | 0 |
| Critical Path Start | a[1] |
| GRT Overall Usage | 0.235 |
| Slew @ Worst Pin | between 0.7 and 0.8 ns |
| DR pass1 iterations | between 40 and 50 |
| Register area | 0 um^2 |
| Static leakage | roughly 2.9 nW |
| Yosys cell count | 868 |
| Port buffer count | 101 |
| TNS Setup | 0 ns |
| Unrepaired setup endpoints after global routing | no |
| Die Wd | 138 um |
| Wire length on met3 | 1410 um |
| Final slew viol count | 0 |
| Clock period minus worst slack | 10.27 ns |
| Via total after detailed routing | approximately 6500 |
| Class of the worst hold path | in2out |
| Number of global-route vias before repair | 6087 |
| Syn-to-layout area delta | 20.2% |
| Initial core utilization | 0.308 |
| Buf/Inv on CP | 3 |
| Max Cap Viol | 0 |
| Die area | between 15000 and 20000 um^2 |
| Crit path to | zero |
| RD Place Congestion | between 0.9 and 1 |
| DR top layer | met4 |
| Clock buf count | 0 |
| DR iter-0 viols | between 500 and 600 |
| Vias per cell | between 5 and 6 |
| Largest net degree at the start of global routing | ~63 |
| Crit path capture type | primary output |
| PD cells | 41.7 nW/um^2 |
| Yosys warning tally | 1 |
| Setup repair bufs after CTS | 0 |
| Most frequent logic cell in the layout | a21oi_1 |
| Worst VDD drop | around 0.016 mV |
| Most frequent cells in the layout | 108 x a21oi_1, 101 x inv_1, 99 x clkdlybuf4s50_1 |
| Register share after synthesis | 0 |
-- metal layers --
| metal | vias up | global-route usage |
|---|---|---|
| li1 | 3199 | - |
| met1 | 2969 | 0.321 |
| met2 | 259 | 0.388 |
| met3 | 40 | 0.0222 |
| met4 | 0 | 0.0798 |
| met5 | - | 0 |
-- per-stage QoR --
step / setup slack, ns / hold slack, ns / power [W] / cell area [um^2] / utilization
5_1_grt: 3.78 / 6.81 / 0.000306 / 6700 / 0.370
4_1_cts: 4.06 / 6.74 / 0.000277 / 6700 / 0.370
3_3_place_gp: 4.07 / 6.75 / 0.000277 / 6700 / 0.370
2_1_floorplan: 5.77 / 5.79 / 0.000173 / 5580 / -
6_report: 4.03 / 6.72 / 0.000279 / 6700 / 0.370
3_5_place_dp: 4.09 / 6.74 / 0.000275 / 6700 / 0.370
-- final cells by class --
class / count / area (um^2) / area share
inverters: 102 / 383 / 0.0572
well taps: 229 / 287 / 0.0428
repair buffers: 109 / 1060 / 0.158
multi-input cells: 714 / 4970 / 0.742
-- where the power goes --
part | switching (W) | leakage [nW] | internal, W
sequential | 0 | 0 | 0
combinational | 0.000162 | 2.87 | 0.000118
clock | 0 | 0 | 0
-- cells in the mapped netlist (3+ instances only) --
cell type / count / area (um^2)
o21ai_1: 8 / 40.0
a221o_1: 5 / 50.1
nand2b_1: 8 / 50.1
nor3_1: 15 / 75.1
or3_1: 7 / 43.8
ha_1: 96 / 1200
a21o_1: 11 / 82.6
buf_1: 3 / 11.3
a221oi_1: 4 / 35.0
nor2b_1: 9 / 56.3
a21oi_1: 108 / 541
nor2_1: 87 / 327
clkbuf_1: 35 / 131
o31ai_1: 8 / 60.1
o21bai_1: 17 / 128
o41ai_1: 3 / 26.3
xnor2_1: 42 / 368
o211ai_1: 5 / 37.5
a31oi_1: 8 / 50.1
xor2_1: 10 / 87.6
buf_2: 11 / 55.1
o21a_1: 6 / 45.0
mux2i_1: 9 / 90.1
inv_1: 101 / 379
o21ai_0: 64 / 320
and3_1: 5 / 31.3
a211o_1: 3 / 26.3
a2111oi_0: 4 / 35.0
nor4_1: 22 / 138
nand2_1: 49 / 184
a2111oi_2: 4 / 60.1
a22oi_1: 4 / 30.0
a211oi_1: 25 / 188
nand4_1: 12 / 75.1
nand3_1: 17 / 85.1
-- kinds of logic after synthesis --
family,count (synthesis),share of synthesized area
XOR/XNOR,52,0.0817
adder cells (fa/ha/maj),98,0.223
AND/OR/NAND/NOR,248,0.220
buffers and inverters,154,0.110
AND-OR/OR-AND,306,0.348
multiplexers,10,0.0182
-- worst min-delay path by stage --
stage,slack (ns),cells past startpoint,to,start
4_1_cts,6.74,5,ALU_result[31],ALUCtrl[2]
5_1_grt,6.81,5,ALU_result[31],ALUCtrl[2]
6_report,6.72,5,ALU_result[31],ALUCtrl[2]
Power figures rest on the tool's default switching activity, not on a simulated workload.
