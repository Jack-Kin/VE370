File: ./design.v
`timescale 1ns / 1ps
module data_memory (
    input            clk,
    input            MemRead,
                 	 MemWrite,
    input    [31:0]  address,
                     write_data,
    output   [31:0]  read_data
);
    parameter        size = 64;	 
    integer          i;
    wire     [31:0]  index;
    reg      [31:0]  register_memory [0:size-1];
    assign index = address >> 2;  
    initial begin
        for (i = 0; i < size; i = i + 1)
            register_memory[i] = 32'b0;
    end
    always @ ( negedge clk ) begin
        if (MemWrite == 1'b1) begin
            register_memory[index] = write_data;
        end
    end
    assign read_data = (MemRead == 1'b1)?register_memory[index]:32'b0;
endmodule
File: ./run.sh
#!/bin/bash
# OpenROAD 26Q1-2900-gdf79404cd8, Yosys 0.63+post, stock flow scripts
make -C /OpenROAD-flow-scripts/flow DESIGN_CONFIG=/design/flow/config.mk WORK_HOME=/design/flow/orfs finish
File: ./config.mk
export PLATFORM = sky130hd
export DESIGN_NAME = data_memory
export DESIGN_NICKNAME = data_memory
export VERILOG_FILES = /design/flow/design.v
export SDC_FILE = /design/flow/constraint.sdc
export NUM_CORES = 4
export LEC_CHECK = 1
export CORE_UTILIZATION = 40
File: ./constraint.sdc
current_design data_memory

set clk_period 54.3
set clk_io_pct 0.2

create_clock -name clk0 -period $clk_period [get_ports {clk}]

set non_clock_inputs [all_inputs -no_clocks]
set_input_delay [expr $clk_period * $clk_io_pct] -clock clk0 $non_clock_inputs
set_output_delay [expr $clk_period * $clk_io_pct] -clock clk0 [all_outputs]
==> deck_impl_summary.md <==
Physical Implementation Snapshot

Run status
  • Status: finished, final reports clean

Logic synthesis
  • Top cells by count: edfxtp_1, mux2i_1, a221oi_1
  • Flops after synth: just over 2000
  • Top area contributor share: 77.6%
  • Most common cell in the netlist: edfxtp_1
  • Cell taking the most area after synthesis: edfxtp_1
  • Synth Cell Area: between 70000 and 80000 um^2
  • Syn Area/Cell: 18.5 um^2
  • FFs w/ async S/R, synth: 0%
  • Yosys stat area: 79200 um^2
  • Dominant register cell: edfxtp_1
  • Synth cell types: between 50 and 60
  • Seq/Total Area, Yosys: between 70 and 80%
  • Yosys cell count: between 4000 and 5000
  • Cells after Synth: 4280
  • Warnings from Yosys: 1
  • Biggest area cells: edfxtp_1, mux4_2, mux2i_1, a221oi_1, a22oi_1
  • EDFF count, synth: slightly above 2000

GRT
  • Pin count of the biggest net entering global routing: ~110
  • GRT Total Usage: between 20 and 25%
  • Number of global-route vias before repair: between 50000 and 60000
  • First-pass GRT wire length: about 330000 um
  • Gr ovfl total: 0
  • Initial antenna violation count: 6

Placed design
  • Placed inst area: roughly 84000 um^2
  • Pre-CTS setup slack: between 10 and 15 ns
  • GPL Wtd Cong: about 0.89
  • IO buf count: 72
  • DP HPWL: about 120000 um

Critical path
  • CP Buf/Inv Count: 1
  • Worst path cell trace: or3b_2 -> a21oi_1 -> a2111oi_0 -> nand4_1 -> o41a_1 -> clkdlybuf4s50_1
  • Crit path depth: 6
  • Slowest Stage Delay on Critical Path: roughly 0.69 ns
  • Crit-path slowest cell: a2111oi_0
  • Critical setup path kind: flop to output pin
  • Worst Path Max Fanout: 1
  • Crit path DAT: between 30 and 40 ns
  • Critical path required time: about 43 ns
  • Startpoint Class: flop
  • Crit end category: output pin
  • Top delay family on crit path: AND-OR/OR-AND gates

Power and ir drop
  • IR drop worst, VDD: ~0.032 mV
  • Leak pwr: around 0.040 uW
  • PD cells: roughly 40 nW/um^2

Layout
  • Layout fillers: 15700
  • Fin area: about 98000 um^2
  • Max reg flops: roughly 2000
  • Layout cell share with drive strength beyond 1: between 10% and 20%
  • P&R area growth vs syn: 24.1%

STA
  • Final setup viols: 0
  • Max Transition Viols Final: 0
  • Fin Hold WS: 22.79 ns
  • RSZ-0062 raised after global routing: no
  • Fin. Hold Viols: 0
  • Tightest Pin Transition: 0.978 ns
  • Final WS setup: about 13 ns
  • Final setup TNS: 0 ns
  • Slew headroom: 34.7%

Clock tree
  • CTS root buffer: clkbuf_16
  • CTS tree: yes
  • Setup Fix Bufs, Post-CTS: 0
  • Cts bufs inserted: ~210
  • Max clock buf depth: 3
  • Clock-pin slew on the worst setup and hold paths: approximately 0.030 ns
  • Hold-fix buffer count after cts: 0
  • Htree depth: 4
  • Resized cells post-CTS: 0
  • # clock sinks: 2048

Floorplan
  • Die area: roughly 200000 um^2
  • Core Area: just under 200000 um^2
  • Row cnt: approximately 160
  • I/O pin count: slightly below 100
  • Die Wd: around 450 um
  • Die height: around 450 um
  • Fp_density: between 40% and 50%

Min path
  • Worst hold path type: input port to output pin
  • Hold Path Depth: 4

Flow run
  • Tool warnings: approximately 1100
  • Max Cap Viol: 0

Drt
  • Drt total wl: roughly 220000 um
  • DRT iter0 DRCs: between 3000 and 4000
  • Number of remaining DRC errors: 0
  • WL per Instance: ~24 um
  • Vias: approximately 49000
  • Final ANT Viol Nets: 0
  • Detailed Routing Iterations Pass 1: 8
  • Avg Vias per Cell: between 5 and 6
metal layers:
layer | vias to the layer above | GRT usage, % | part of all wire [%]
met3 | 441 | 19.0 | 15
met2 | 2867 | 34.4 | 47
met4 | 15 | 12.6 | 4.0
met5 | - | 1.78 | 0.21
li1 | 22400 | - | -
met1 | 23700 | 28.3 | 34
path summary, 6_finish.rpt:
check,start,endpoint,slack (ns)
worst max-delay path,register_memory[10][12]$_DFFE_NP_,read_data[12],12.59
worst min-delay path,MemRead,read_data[3],22.79
layout make-up:
type / instances / area [um^2] / area share, %
clock inverter: 2217 / 9250 / 9.41
clock buffer: 216 / 5410 / 5.50
inverter: 4 / 22.5 / 0.0229
antenna: 2 / 5.00 / 0.00509
multi-input combinational: 1898 / 16700 / 17.0
sequential: 2048 / 61500 / 62.6
tap: 2640 / 3300 / 3.36
timing repair buffer: 266 / 2090 / 2.13
layout by cell type, fill, tap and decap left out, types with 17 or more instances in the layout:
| cell | netlist | routed |
|---|---|---|
| a211o_1 | 29 | 29 |
| a211oi_1 | 45 | 45 |
| a21oi_1 | 134 | 134 |
| a221o_1 | 40 | 40 |
| a221oi_1 | 220 | 220 |
| a22o_1 | 75 | 75 |
| a22oi_1 | 140 | 140 |
| a31oi_1 | 22 | 22 |
| buf_2 | 133 | 33 |
| buf_4 | 16 | 189 |
| bufinv_16 | 0 | 25 |
| clkbuf_16 | 0 | 216 |
| clkdlybuf4s50_1 | 0 | 36 |
| clkinvlp_2 | 0 | 48 |
| edfxtp_1 | 2048 | 2048 |
| inv_1 | 4 | 2123 |
| mux2_2 | 68 | 68 |
| mux2i_1 | 259 | 259 |
| mux4_2 | 120 | 120 |
| nand2_1 | 40 | 38 |
| nand3_1 | 93 | 92 |
| nand3b_1 | 56 | 56 |
| nor2_1 | 118 | 53 |
| nor2_4 | 0 | 66 |
| nor2b_1 | 23 | 17 |
| nor3_1 | 39 | 39 |
| o21ai_0 | 17 | 17 |
| o22ai_1 | 121 | 121 |
| o31a_1 | 40 | 40 |
| or3b_2 | 70 | 70 |
logic make-up (layout without fill, tap and decap cells):
logic type,count (synthesis),after routing,share of synthesized area (%)
buf+inv,334,2703,1.98
mux,448,448,7.66
flops,2048,2048,77.6
compound gates,955,955,9.21
simple gates,495,495,3.55
other cells,0,2,0
where the power goes:
group,total [uW],internal (uW),switching (uW)
Sequential,1770,1770,2.16
Clock,2000,1040,962
Combinational,179,54.6,124
Total,3950,2860,1090
stage by stage:
stage                     util [%]  power (uW)  std cells
after global placement        42.5        2190       6857
final                         49.9        3950       9291
after CTS                     49.9        4010       9289
after detailed placement      42.5        2190       6857
after global routing          49.9        4200       9290
after floorplan                  -        2100       4280
Power and IR drop assume default switching activity.
